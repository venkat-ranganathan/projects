<file path="design/flow/config.mk">
export PLATFORM = sky130hd
export DESIGN_NAME = sseg_numbers
export DESIGN_NICKNAME = sseg_numbers
export VERILOG_FILES = /design/flow/design.v
export SDC_FILE = /design/flow/constraint.sdc
export NUM_CORES = 4
export LEC_CHECK = 1
export CORE_AREA = 10 10 70 70
export DIE_AREA = 0 0 80 80
</file>
<file path="design/flow/constraint.sdc">
current_design sseg_numbers

set clk_period 1.0
set clk_io_pct 0.2

create_clock -name clk0 -period $clk_period

set non_clock_inputs [all_inputs -no_clocks]
set_input_delay [expr $clk_period * $clk_io_pct] -clock clk0 $non_clock_inputs
set_output_delay [expr $clk_period * $clk_io_pct] -clock clk0 [all_outputs]
</file>
<file path="design/flow/design.v">
`timescale 1ns / 1ps
module sseg_numbers(
    input [3:0] seg_control,
    output [6:0] segment 
    );
    reg [15:0] A;
    always @ (A)
    begin
        A <= 16'b0010100000010010;
    end
    assign segment[0] = A[seg_control];
    reg [15:0] B; 
    always @ (B)
    begin
        B <= 16'b1101100001100000;
    end
    assign segment[1] = B[seg_control];
    reg [15:0] C; 
    always @ (C)
    begin
        C <= 16'b1101000000000100;
    end
    assign segment[2] = C[seg_control];
    reg [15:0] D; 
    always @ (D)
    begin
        D <= 16'b1000010010010010;
    end
    assign segment[3] = D[seg_control];
    reg [15:0] E; 
    always @ (E)
    begin
        E <= 16'b0000001010111010;
    end
    assign segment[4] = E[seg_control];
    reg [15:0] F; 
    always @ (F)
    begin
        F <= 16'b0010000010001110;
    end
    assign segment[5] = F[seg_control];
    reg [15:0] G; 
    always @ (G)
    begin
        G <= 16'b0001000010000011;
    end
    assign segment[6] = G[seg_control];
endmodule
</file>
<file path="design/flow/run.sh">
#!/bin/bash
# OpenROAD 26Q1-2900-gdf79404cd8, Yosys 0.63+post, stock flow scripts
make -C /OpenROAD-flow-scripts/flow DESIGN_CONFIG=/design/flow/config.mk WORK_HOME=/design/flow/orfs finish
</file>
==> flow_metrics.py <==
# Synthesis and PnR figures
metrics = {
    "yosys": {
        "yosysCellCount": 34,
        "top_cells_by_area": "ha_1, mux2i_1, mux4_1, nor2_1, nor2b_4",
        "synth_area_sq_um": 284,
        "synth.top_cell.area_share": 0.308,
        "ys_seq_frac": 0,
        "synth_cell_types": 14,
        "avgSynthCellArea_sq_um": 8.35,
        "syn_inst": 34,
        "synth_warnings": 1,
        "yosys_area_sq_um": 284,
        "netlist.top_cell.by_area": "ha_1",
    },
    "job": {
        "max_cap_violations": 0,
        "warning_count": 41,
    },
    "die": {
        "core_sq_mm": 0.00342,
        "floorplan.core_util": 0.0832,
        "num_rows": 21,
        "die_h_microns": 80,
        "die_w_microns": 80,
        "die_area_sq_mm": 0.00640,
        "io_pins": 11,
    },
    "power": {
        "ir_drop_mv": 0.170,
        "powerDensity_mw_per_mm2": 379,
        "power_w": 0.000245,
        "p_leak_nw": 0.297,
    },
    "critical_path": {
        "critPathMaxFanout": 5,
        "cp-start-kind": "input port",
        "critical_path_class": "in -> out",
        "end_kind": "primary output",
        "required_ns": 0.80,
        "cp.arrival_ns": 1.22,
    },
    "timing": {
        "fin_setup_tns_ns": -2.12,
        "setup_slack_ns": -0.419,
        "whs_ns": 0.814,
        "hold_viol": 0,
        "fmax_mhz": 705,
        "finalMaxSlewViolations": 0,
        "finalSetupViolations": 7,
        "rsz0062_at_grt": "yes",
        "max_slew.worst_pin.slew_ns": 0.165,
        "period_minus_slack_ns": 1.42,
        "post-route-period-util": 1.42,
        "slew_headroom": 0.887,
    },
    "final_layout": {
        "comb_area_sq_um": 315,
        "utilization": 0.189,
        "seq_cells": 0,
        "nClkBuffers": 0,
        "area_growth_syn_to_layout_pct": 127,
        "drive_above_1_share": 0.655,
        "ff_latch_area_sq_um": 0,
        "fillers": 387,
    },
    "status": {
        "violations": "setup timing",
        "status": "finished with violations",
    },
    "min_path": {
        "hp-class": "in -> out",
    },
    "placed_design": {
        "globalplace.congestion": 0.814,
        "port_buffers": 11,
    },
    "detailed_routing": {
        "dr.pass1.iters": 2,
        "viasPerCell": 3.23,
        "totalWireLength_microns": 943,
        "drtIter0Drc": 4,
        "drc": 0,
        "antenna_cells": 0,
        "detail-route-antenna-nets": 0,
        "dr_total_vias": 336,
        "wl_per_cell_microns": 9.07,
    },
    "global_routing": {
        "antenna_found_initial": 0,
        "grt_pass1_wl_mm": 1.61,
        "grt_max_degree": 9,
        "grt_pass1_vias": 342,
        "grt_overflow_total": 0,
        "track_usage": 0.0291,
    },
    "clocking": {
        "cts_hold_buf": 0,
    },
}
-- power breakdown --
group	leakage (nW)	switching [W]	internal, W
clock	0	0	0
sequential	0	0	0
combinational	0.297	0.0000981	0.000147
-- through the flow --
step	cell area (sq um)	setup WS [ns]	std cells
after global placement	536	-1.25	96
final	646	-0.419	104
after floorplan	319	-0.0932	34
after global routing	646	-0.448	104
after CTS	599	-0.501	100
after detailed placement	536	-1.25	96
-- worst max-delay path, stage by stage --
cell	delay, ns
buf_12	0.12
inv_16	0.04
ha_4	0.25
inv_2	0.03
mux4_2	0.45
buf_2	0.13
-- path summary, 6_finish.rpt --
| check | start | end | cells past startpoint |
|---|---|---|---|
| max | seg_control[0] | segment[3] | 6 |
| min | seg_control[0] | segment[4] | 4 |
-- metal layers --
metal	GRT usage	routed length [microns]	vias up
li1	-	-	170
met1	0.0403	497	156
met2	0.0433	339	10
met3	0.0125	107	0
met4	0	0	0
met5	0	0	-
-- placed cells by master (no fill, tap or decap), types with 2 or more instances in the layout --
cell | synthesis | final
o21ai_1 | 0 | 2
ha_1 | 7 | 2
ha_4 | 0 | 4
nor2_1 | 7 | 5
nor2_2 | 0 | 2
buf_4 | 0 | 9
buf_2 | 1 | 5
buf_12 | 0 | 2
dlygate4sd2_1 | 0 | 3
buf_6 | 1 | 5
mux2i_1 | 5 | 5
-- synthesized netlist by cell type --
library cell and count:
a21oi_1 2, a22o_2 1, a32o_1 1, buf_2 1, buf_6 1, ha_1 7, inv_1 3, mux2i_1 5
mux4_1 1, nand2_1 1, nor2_1 7, nor2b_4 1, o21ai_0 2, or3b_1 1
-- kinds of logic after synthesis --
group           share of synthesized area
fa+ha+maj                           0.308
simple gates                        0.185
mux                                 0.269
compound gates                      0.141
buf+inv                            0.0969
-- final cells by class --
| cell class | count | share of cell area |
|---|---|---|
| inverter | 3 | 0.0543 |
| tap | 46 | 0.0891 |
| timing repair buffer | 26 | 0.368 |
| multi-input combinational | 29 | 0.488 |
-- timing repair --
| action | in CTS | in global routing |
|---|---|---|
| pin swaps | 7 | 8 |
| endpoints found under the setup margin | 7 | 7 |
| buffers inserted | 4 | 5 |
| endpoints found under the hold margin | 0 | 0 |
| resized | 42 | 13 |
Power figures rest on the tool's default switching activity, not on a simulated workload.

## ./run.sh

```bash
#!/bin/bash
# OpenROAD 26Q1-2900-gdf79404cd8, Yosys 0.63+post, stock flow scripts
make -C /OpenROAD-flow-scripts/flow DESIGN_CONFIG=/design/flow/config.mk WORK_HOME=/design/flow/orfs finish
```

## ./config.mk

```make
export PLATFORM = sky130hd
export DESIGN_NAME = Data_ALU
export DESIGN_NICKNAME = Data_ALU
export VERILOG_FILES = /design/flow/design.v
export SDC_FILE = /design/flow/constraint.sdc
export NUM_CORES = 4
export LEC_CHECK = 1
export CORE_AREA = 10 10 70 70
export DIE_AREA = 0 0 80 80
```

## ./design.v

```verilog
`timescale 1ns / 1ps
module BitAnd2 #(parameter SIZE=2) 
(
   	input [SIZE-1:0] a, b,
      output [SIZE-1:0] out
);
   assign out = a & b;
endmodule
`timescale 1ns / 1ps
module BitOr2 #(parameter SIZE = 2) 
(
	input [SIZE-1:0] a, b,
    output [SIZE-1:0] out
);
	assign out = a | b;
endmodule
`timescale 1ns / 1ps
module BitXor2 #(parameter SIZE=2)
(
	input [SIZE-1:0] a, b,
    output [SIZE-1:0] out
);
    assign out = a^b;
endmodule
`timescale 1ns / 1ps
module Multiplier #(parameter SIZE = 2)
(
	input [SIZE-1:0] a, b, 
    output [SIZE*2-1:0] product
);
    assign product = a*b;
endmodule
module mux8 #(parameter SIZE=1)
(   input  [SIZE-1:0] in7, in6, in5, in4, in3, in2, in1, in0,
    input [2:0] sel,
    output reg [SIZE-1:0] out
);
    always@(*)
        case(sel)
            3'b000: out=in0;
            3'b001: out=in1;
            3'b010: out=in2;
            3'b011: out=in3;
            3'b100: out=in4;
            3'b101: out=in5;
            3'b110: out=in6;
            3'b111: out=in7;
            default: out={SIZE{1'bx}};
        endcase
endmodule
`timescale 1ns / 1ps
module ShiftRightLogical #(parameter SIZE=2)
(
	input [SIZE-1:0] in,
    output [SIZE-1:0] out
);
    assign out = {1'b0, in[SIZE-1:1]};
endmodule
`timescale 1ns / 1ps
module adder #(parameter SIZE = 2)
(
   	input [SIZE-1:0] a, b,
    output [SIZE-1:0] sum,
    input cin,
    output cout
);
  	assign {cout,sum} = a+b+cin;
endmodule
`timescale 1ns / 1ps
module subtractor #(parameter SIZE = 2)
(
    input [SIZE-1:0] a, b,
    output [SIZE-1:0] diff,
    output borrow
);
    wire [SIZE:0] a_padded,b_padded,diff_with_borrow;
    assign a_padded = {1'b0,a};
    assign b_padded = {1'b0,b};
    assign diff_with_borrow = a_padded - b_padded;
    assign diff = diff_with_borrow[SIZE-1:0];
    assign borrow = diff_with_borrow[SIZE];
endmodule
`timescale 1ns / 1ps
module Data_ALU(
    input [7:0] A, B,
    input [2:0] Opsel,
    output [7:0] F
    );
wire [7:0] XOR, AND, OR, ADD, SUB, LSR, MUL;  
    mux8 mux8(
    .in0(B),
    .in1(XOR),
    .in2(AND),
    .in3(OR),
    .in4(ADD),
    .in5(SUB),
    .in6(LSR),  
    .in7(MUL),  
    .sel(Opsel),
    .out(F)
    );  
    BitXor2 BitXor2(
    .a(A),
    .b(B),
    .out(XOR)
    );
    BitAnd2 BitAnd2(
    .a(A),
    .b(B),
    .out(AND)
    ); 
    BitOr2 BitOr2(
    .a(A),
    .b(B),
    .out(OR)
    ); 
    adder Adder(  
    .a(A),
    .b(B),
    .cin(1'b0),  
    .cout(),
    .sum(ADD)
    ); 
    subtractor Subtractor(  
    .a(A),
    .b(B),
    .borrow(),
    .diff(SUB)
    ); 
    ShiftRightLogical LogicalShiftRight(
    .in(A),
    .out(LSR)
    ); 
    Multiplier Multiplier(
    .a(A),
    .b(B),
    .product(MUL)
    ); 
endmodule
```

## ./constraint.sdc

```tcl
current_design Data_ALU

set clk_period 1.3
set clk_io_pct 0.2

create_clock -name clk0 -period $clk_period

set non_clock_inputs [all_inputs -no_clocks]
set_input_delay [expr $clk_period * $clk_io_pct] -clock clk0 $non_clock_inputs
set_output_delay [expr $clk_period * $clk_io_pct] -clock clk0 [all_outputs]
```

==> deck_impl_summary.md <==
Key Metrics from the Run

Outcome
  • Status: finished, violations left
  • Failing checks: negative setup slack

Layout
  • Post-route cell area: approximately 300 sq um
  • Sequential cell area: 0 sq um
  • Clock Buffer Count: 0
  • Flops: 0
  • Share of layout cells above drive strength 1: roughly 40%
  • Post-synthesis to final-layout area growth: 98.36%

Yosys
  • Biggest area cells: buf_4 (39%), ha_1 (16%), inv_1 (9.8%)
  • Ys Warns: 30
  • Avg Cell Area, Syn: between 7 and 8 sq um
  • Synth area leader: buf_4
  • Yosys cell count: 21
  • Area share of the largest cell type after synthesis: between 30% and 40%
  • Commonest cells post-synth: buf_4 (8), inv_1 (4), ha_1 (2)
  • Count leader, synth: buf_4
  • Cells after Synth: 21
  • Distinct lib cells: 10
  • Chip area in the Yosys report: roughly 150 sq um
  • Cell Area, Synth: around 150 sq um
  • Part of the Yosys area used for sequential elements: 0%

Worst setup path
  • Startpoint Class: primary input
  • CP Cell Sequence: buf_8 -> inv_4 -> buf_4 -> o311a_1 -> a311oi_1 -> buf_2
  • Worst Path Class, Setup: primary input to output pin
  • CP peak stage delay: approximately 330 ps
  • Worst endpoint required time: 1040 ps
  • Nature of the critical path endpoint: output pin
  • Worst path arrival time: 1170 ps
  • Max stage delay cell, worst path: o311a_1
  • Crit path max fanout: 2

Worst hold path
  • Worst Hold Path EP: F[0]
  • Hold Path Depth: 3
  • Hold Path Origin: Opsel[1]
  • Worst Hold Class: primary input to output pin

Pwr
  • Net Sw Frac: around 37%
  • Power Dens Cells: ~200 nW/um^2
  • P_int: approximately 0.038 mW
  • Seq pwr share: 0%
  • Maximum VDD drop: slightly above 0.02 mV
  • Pleak: 0.1435 nW
  • Pwr Total: 0.06088 mW
  • Clk pwr share: 0%
  • Comb power frac: around 100%
  • Net Switching: 0.02265 mW

Global routing
  • First-pass GRT wire length: around 600 microns
  • GR Overflow Total: 0
  • Vias in the first global route: about 140
  • Overall routing resource usage: between 1 and 1.5%
  • Largest net degree at the start of global routing: 4
  • Initial antenna violation count: 0

STA
  • Setup TNS: -132.8 ps
  • RSZ-0062 raised after global routing: true
  • Max Slew Vio Count: 0
  • Fin worst setup slack: -132.8 ps
  • Final Critical Period: between 1000 and 1500 ps
  • Period utilization: 110.2%
  • Fmax: ~700 MHz
  • Hold Vio Cnt, Final: 0
  • # setup viols final: 1

Run
  • OpenROAD warnings: approximately 48
  • Max-cap viol count: 0

Route
  • Initial DRT Pass Iterations: 1
  • Average vias per placed instance: 1.803
  • Antenna diodes: 0
  • DRT Wirelength: 410 microns
  • Initial DRC Count: 0
  • Routed vias: between 100 and 150
  • Final antenna-violating net count: 0
  • DRC Markers: 0
  • WL per Instance: around 5.4 microns

Floorplanning
  • Die Y: 80 microns
  • Die Width: ~80 microns
  • Initial Utilization: 4.469%
  • Die area: approximately 6400 sq um
  • I/O pin count: 27
  • Num rows: 21
  • Core area: about 3400 sq um

Placed design
  • Cell Area, Placed: about 290 sq um
  • Port bufs: 7
  • GP Congestion: approximately 0.77
  • DP HPWL: about 360 microns
## stage by stage
step                instances  hold WS (ps)  util (%)  setup slack, ps
floorplan                  27         684.7         -            6.073
global placement           76          1487     8.352           -994.0
detailed placement         76          1483     8.352            -1005
CTS                        76          1032     8.169           -253.3
global route               76         866.3     8.864           -217.7
finish                     76         827.3     8.864           -132.8
## layout by cell type (no fill, tap or decap), drive strengths merged
| cell | instances |
|---|---|
| a2111oi | 1 |
| a311oi | 1 |
| buf | 7 |
| clkdlybuf4s15 | 1 |
| conb | 7 |
| dlygate4sd2 | 1 |
| dlymetal6s2s | 2 |
| ha | 2 |
| inv | 4 |
| mux2i | 1 |
| nor2b | 1 |
| o21ai | 1 |
| o311a | 1 |
## per-layer routing
metal | GRT usage (%) | share of wire, % | vias to the layer above | wire length [microns]
met3 | 0.3409 | 7.6 | 0 | 31
met4 | 0 | 0 | 0 | 0
met1 | 1.516 | 48 | 55 | 198
met5 | 0 | 0 | - | 0
met2 | 1.685 | 44 | 8 | 179
li1 | - | - | 74 | -
## worst max-delay path: cells and delay by family
family          cells  cell delay (ps)
compound gates      2              560
buf+inv             4              350
## layout make-up
class | instances | area [sq um]
Fill cell | 399 | 3113
Timing Repair Buffer | 11 | 108.9
Inverter | 4 | 17.52
Tap cell | 46 | 57.56
Multi-Input combinational cell | 15 | 118.9
## power groups by stage
stage	Combinational (mW)	Sequential (mW)	Clock [mW]
4_1_cts	0.0558	0	0
5_1_grt	0.0684	0	0
6_report	0.0609	0	0
## kinds of logic after synthesis
family | after synthesis | share of synthesized area [%]
other | 1 | 2.457
multiplexers | 1 | 6.558
adder cells (fa/ha/maj) | 2 | 16.39
AND/OR/NAND/NOR | 1 | 4.101
AND-OR/OR-AND | 4 | 21.31
buffers and inverters | 12 | 49.18
## what timing repair did
action,in CTS,in global routing
gates resized,16,10
hold endpoints to repair,0,0
hold buffers,0,0
setup buffers,0,0
pin swaps,2,4
setup endpoints to repair,1,1
## worst max-delay path by stage
stage	startpoint	to	slack, ps	depth (start not counted)
after CTS	B[0]	F[0]	-250	7
after global routing	Opsel[2]	F[0]	-220	4
final	B[0]	F[0]	-130	6
Power and IR drop assume default switching activity.

<file path="./config.mk">
export PLATFORM = sky130hd
export DESIGN_NAME = sseg_mux
export DESIGN_NICKNAME = sseg_mux
export VERILOG_FILES = /design/flow/design.v
export SDC_FILE = /design/flow/constraint.sdc
export NUM_CORES = 4
export LEC_CHECK = 1
export CORE_AREA = 10 10 87 87
export DIE_AREA = 0 0 97 97
</file>
<file path="./constraint.sdc">
current_design sseg_mux

set clk_period 3.1
set clk_io_pct 0.2

create_clock -name clk0 -period $clk_period [get_ports {clk}]

set non_clock_inputs [all_inputs -no_clocks]
set_input_delay [expr $clk_period * $clk_io_pct] -clock clk0 $non_clock_inputs
set_output_delay [expr $clk_period * $clk_io_pct] -clock clk0 [all_outputs]
</file>
<file path="./design.v">
`timescale 1ns / 1ps
module sseg_mux(
    input clk,
    input [3:0] leftmost,
    input [3:0] left_center,
    input [3:0] right_center,
    input [3:0] rightmost,
    input leftmost_dp,
    input left_center_dp,
    input right_center_dp,
    input rightmost_dp,
    output [3:0] data_out,
    output dp_out,
    output [3:0] anode
    );
    reg [17:0] cycle_count;
    reg [1:0] current_display;
    reg [3:0] anode_sig;
    reg [3:0] data_sig;
    reg dp_sig;
    reg dp_sig_inv;
    assign anode = anode_sig;
    assign data_out = data_sig;
    assign dp_out = dp_sig;
    always @ (posedge clk)  
    begin
        cycle_count <= cycle_count + 1;
    end
    always @ (posedge cycle_count[17])  
    begin
        current_display <= current_display + 1;  
    end
    always @ (*)  
    begin
        case (current_display)
            2'b00: anode_sig <= 4'b0111;  
            2'b01: anode_sig <= 4'b1011;
            2'b10: anode_sig <= 4'b1101;
            default: anode_sig <= 4'b1110;
        endcase
    end
    always @ (*)  
    begin
        case(current_display)  
            2'b00: data_sig <= leftmost;
            2'b01: data_sig <= left_center;
            2'b10: data_sig <= right_center;
            default: data_sig <= rightmost;
        endcase
        case(current_display)  
            2'b00: dp_sig_inv <= leftmost_dp;
            2'b01: dp_sig_inv <= left_center_dp;
            2'b10: dp_sig_inv <= right_center_dp;
            default: dp_sig_inv <= rightmost_dp;
        endcase
        dp_sig <= !dp_sig_inv;  
    end
endmodule
</file>
<file path="./run.sh">
#!/bin/bash
# OpenROAD 26Q1-2900-gdf79404cd8, Yosys 0.63+post, stock flow scripts
make -C /OpenROAD-flow-scripts/flow DESIGN_CONFIG=/design/flow/config.mk WORK_HOME=/design/flow/orfs finish
</file>
==> CHANGELOG.md <==
### Metrics

* Status: finished, final reports clean
* Endpoints left unconstrained at 6
* Placeable Area at 0.005642 mm²
* Min Tclk post-route at 2.596 ns
* Peak Freq at 385.2 MHz
* Hold violation count in the final report at 0
* Worst setup SP type: primary input
* FP Util at 15.70%
* LEAKAGE at between 0.0005 and 0.0006 µW
* Wirelength per Cell at ~10 µm
* Cts hold-fix bufs at 0
* Post_cts resized at 0
* Worst setup EP type: output port
* CP Data Required Time at 2.48 ns
* Synthesized area per cell at 9.953 µm²
* H-tree Lvls at 1
* Cells after synthesis at between 80 and 90
* Hold Path End: cycle_count[0]
* Hold Path Depth at 1
* Ys async rst share at 0%
* Final WL at between 1.5 and 2 mm
* Synth unique cells at 18
* R2R Path End: cycle_count[14]
* Netlist Area Pre-Place at about 900 µm²
* Worst Tran Pin Value at between 0.2 and 0.3 ns
* Worst r2r path cells at 5
* Flop2flop setup slack at around 1.7 ns
* Die width at between 90 and 100 µm
* Yosys top cell by instances: dfxtp_1
* Final TNS setup at 0 ns
* HP Class: reg -> reg
* Worst-case hold slack at around 0.45 ns
* Setup repair bufs after CTS at 0
* Final Slew Violations at 0
* Antenna violations before repair at 0
* Dpl hpwl at between 1 and 1.5 mm
* CTS clk-pin slew, worst paths at 0.07 ns
* Layout cell share with drive strength beyond 1 at 7.438%
* Gr ovfl total at 0
* Post-synth top area share at a little under half
* Max VDD drop at roughly 0.00035 V
* First drt pass iteration count at 5
* Yosys reg bits at 20
* # setup viols final at 0
* Log Warnings at 28
* CTS Buf Count at 3
* Relative slew slack at approximately four fifths
* Ys flop type: dfxtp_1
* Clk buf depth at 2
* GP Congestion at 0.7919
* Clock Latency Late Sink at about 0.25 ns
* Worst Path Max Fanout at 1
* PwrDens at ~340 mW/mm²
* Synth area leaders: dfxtp_1 (45%), xnor2_1 (9.9%), ha_1 (7.1%)
* I/O pin count at 30
* Root Buffer: clkbuf_8
* Crit share post-route at between 80 and 90%
* Antenna Cells at 0
* Die span in y at around 97 µm
* FP Rows at 27
* Synthesis area per yosys at 885.8 µm²
* Yosys Instances at between 80 and 90
* Iter 0 DRT Violations at 17
* Hold Path Origin: cycle_count[0]
* Register pins left without a clock at 2
* Crit path DAT at about 2 ns
* Post-synth EDFFs at 0
* Maxcap violations at 0
* RSZ-0062 raised after global routing: no
* Post-synth top area cell: dfxtp_1
* RR Startpoint: cycle_count[0]
* Seq/Total Area, Yosys at between 40% and 50%
* Area Growth Syn to Fin at 48.73%
* Top cells by count, synth: dfxtp_1 (20), xnor2_1 (10), inv_1 (8)
* Vias in the first global route at approximately 650
* Clock skew at 0.001219 ns
* Yosys warning count at 1
* Drt drc at 0
* Via count at 720
* First-pass GRT wire length at roughly 3.2 mm
* Setup Crit Path Kind: in -> out
* IO Port Bufs at 29
* Vias/cell at 3.731
* Die footprint at between 0.009 and 0.01 mm²
* Gr usage total at between 3 and 4%
* TritonCTS clock tree: yes
* Design Power at 452.0 µW
* Largest net degree at the start of global routing at 12
* ANT nets after route at 0
[cell type report]
class | count | area (µm²)
fill | 615 | 4324
multi-input combinational | 60 | 451.7
sequential | 20 | 400.4
timing repair buffer | 29 | 290.3
tap | 72 | 90.09
clock buffer | 4 | 55.05
inverter | 8 | 30.03
[worst max-delay path by stage]
stage,start,end,slack (ns)
4_1_cts,right_center_dp,dp_out,0.49
5_1_grt,right_center_dp,dp_out,0.39
6_report,right_center_dp,dp_out,0.50
[critical path: stages]
cell and delay [ns]:
clkdlybuf4s50_1 0.39, a222oi_1 0.33, nand2_1 0.08, o21ai_0 0.07
clkdlybuf4s50_1 0.48
[flip-flops by register name (all words and copies together) (netlist names)]
| name | count |
|---|---|
| current_display | 2 |
| cycle_count | 18 |
[cells in the final DEF (no fill, tap or decap)]
cell,Yosys,routed
dfxtp_1,20,20
o21ai_0,1,1
clkdlybuf4s50_1,0,29
nor2_2,1,1
ha_1,5,5
and3_1,5,5
a222oi_1,5,5
clkbuf_8,0,4
xor2_1,6,6
nand4_4,1,1
xnor2_1,10,10
inv_1,8,8
nand3_1,6,6
nand2_1,7,7
nor3_2,1,1
nor3_4,1,1
nand3_2,1,1
a21oi_1,4,4
nor2_1,6,6
[routing by layer]
metal	up-vias	share of wire (%)	track usage, %
li1	366	-	-
met1	311	55	6.439
met2	41	30	4.346
met3	2	14	1.934
met4	0	0.53	0.3382
met5	-	0	0
[stage by stage]
step / utilization (%) / cell area, µm² / cells / setup WS, ns
final: 23.35 / 1318 / 193 / 0.5041
after global routing: 23.35 / 1318 / 193 / 0.3905
after CTS: 23.35 / 1318 / 193 / 0.4861
after detailed placement: 22.38 / 1262 / 189 / 0.4833
after global placement: 22.38 / 1262 / 189 / 0.5013
after floorplan: - / 885.9 / 89 / 1.450
[logic make-up after synthesis]
group	after synthesis	share of synthesized area [%]
buf+inv	9	3.813
xor+xnor	16	15.82
compound gates	10	8.474
simple gates	29	19.63
flops	20	45.20
fa+ha+maj	5	7.062
[report_power, final]
group	internal [µW]	total, µW	switching [µW]
Sequential	231	231	0
Combinational	28.3	33.5	5.22
Clock	113	187	74.6
Total	372	452	79.9
No activity file was given, so power comes from the tool's default toggle rates.
